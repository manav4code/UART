==> flow/design.v <==
module UART_rx #(
    parameter wordSize = 8,
              halfWord = wordSize/2
) (
    output [wordSize - 1 : 0] rxDatareg,
    output                received,
                          halt,
                          error,
    input                 serialIn,
                          notReady,
                          sampleClk,
                          rst_b
);
wire      clrSampleCounter,
          incSampleCounter,
          incBitCounter,
          clrBitCounter,
          shift,
          load;
wire      serialIn_0,                             
          serialEq_3,                            
          serialLt_7,                            
          bitCountEq_8;
rxController rxControlUnit (
    .clrBitCounter(clrBitCounter),            
    .clrSampleCounter(clrSampleCounter),      
    .incSampleCounter(incSampleCounter),      
    .incBitCounter(incBitCounter),            
    .shift(shift),
    .load(load),
    .halt(halt),
    .error(error),
    .received(received),
    .sampleClk(sampleClk),
    .rst_b(rst_b),
    .notReady(notReady),
    .bitCountEq_8(bitCountEq_8),              
    .serialIn_0(serialIn_0),
    .serialEq_3(serialEq_3),
    .serialLt_7(serialLt_7)
);
rxDatapath rxDatapathUnit(
    .serialIn(serialIn),
    .sampleClk(sampleClk),
    .rst_b(rst_b),
    .clrSampleCounter(clrSampleCounter),
    .incSampleCounter(incSampleCounter),
    .clrBitCounter(clrBitCounter),
    .incBitCounter(incBitCounter),
    .shift(shift),
    .load(load),
    .serialIn_0(serialIn_0),
    .serialEq_3(serialEq_3),
    .serialLt_7(serialLt_7),
    .bitCountEq_8(bitCountEq_8),
    .rxDatareg(rxDatareg)
);
endmodule
module rxController #(
    parameter states = 3,
              idle = 2'b00,
              starting = 2'b01,
              receiving = 2'b10
) (
    input notReady,                               
          serialIn_0,                             
          serialEq_3,                            
          serialLt_7,                            
          bitCountEq_8,                          
          sampleClk,
          rst_b,
    output reg received,
               clrSampleCounter,
               incSampleCounter,
               clrBitCounter,
               incBitCounter,
               shift,
               load,
               halt,
               error
);
    reg [states - 1 : 0] current, next;
    always @(current, notReady, serialIn_0, serialEq_3, serialLt_7) begin
        received = 0;
        clrSampleCounter = 0;
        incSampleCounter = 0;
        clrBitCounter = 0;
        incBitCounter = 0;
        shift = 0;
        load = 0;
        halt = 0;
        error = 0;
		  next = idle;
        case (current)
            idle : begin
                if(serialIn_0 == 1'b0) next = idle;
                else next = starting;
            end
            starting : begin
                if(serialIn_0 == 1'b0)begin
                    next = idle;
                    clrSampleCounter = 1'b1;
                end
                else begin
                    if(serialEq_3 == 1'b1)begin
                        clrSampleCounter = 1'b1;
                        next = receiving;
                    end
                    else begin
                        incSampleCounter = 1'b1;
                        next = starting;
                    end
                end
            end
            receiving : begin
                if(serialLt_7 == 1'b1) begin 
						incSampleCounter = 1'b1;
						next = receiving;
					 end
                else begin
                    clrSampleCounter = 1'b1;
                    if(bitCountEq_8 == 1'b0)begin
                        shift = 1'b1;
                        incBitCounter = 1'b1;
                        next = receiving;
                    end
                    else begin
                        next = idle;
                        clrBitCounter = 1'b1;
                        received = 1'b1;
                        if(notReady == 1'b1) halt = 1'b1;                
                        else if(serialIn_0 == 1'b1) error = 1'b1;        
                        else load = 1'b1;
                    end
                end
            end
            default: next = idle;
        endcase
    end
    always @(posedge sampleClk) begin
        if(rst_b == 1'b0)current = idle;
        else current = next;
    end
endmodule
module rxDatapath #(
    parameter wordSize = 4'b1000,
              halfWord = wordSize/2,
              counterBits = 4
) (
    output reg [wordSize-1:0] rxDatareg,
    output serialIn_0,
           serialEq_3,
           serialLt_7,
           bitCountEq_8,
    input serialIn,
          clrSampleCounter,
          incSampleCounter,
          incBitCounter,
          clrBitCounter,
          shift,
          load,
          sampleClk,
          rst_b
);
reg [wordSize - 1 : 0] rxShiftReg;
reg [counterBits - 1 : 0] sampleCounter;
reg [counterBits : 0] bitCounter;
assign serialIn_0 = (serialIn == 1'b0);
assign serialEq_3 = (sampleCounter == halfWord - 1);
assign serialLt_7 = (sampleCounter < wordSize - 1);
assign bitCountEq_8 = (bitCounter == wordSize);
always @(posedge sampleClk) begin
    if(rst_b == 1'b0)begin
        sampleCounter <= 0;
        bitCounter <= 0;
        rxDatareg <= 0;
        rxShiftReg <= 0;
    end
    else begin
        if(clrSampleCounter == 1'b1) sampleCounter <= 1'b0;
        else if(incSampleCounter) sampleCounter <= sampleCounter + 1'b1;
        if(clrBitCounter == 1'b1) bitCounter <= 1'b0;
        else if(incBitCounter == 1'b1) bitCounter <= bitCounter + 1'b1;
        if(shift == 1'b1) rxShiftReg <= {serialIn, rxShiftReg[wordSize-1:1]};
        if(load == 1'b1) rxDatareg <= rxShiftReg;
    end
end
endmodule
==> flow/run.sh <==
#!/bin/bash
# OpenROAD 26Q1-2900-gdf79404cd8, Yosys 0.63+post, stock flow scripts
make -C /OpenROAD-flow-scripts/flow DESIGN_CONFIG=/design/flow/config.mk WORK_HOME=/design/flow/orfs finish
==> flow/config.mk <==
export PLATFORM = sky130hd
export DESIGN_NAME = UART_rx
export DESIGN_NICKNAME = UART_rx
export VERILOG_FILES = /design/flow/design.v
export SDC_FILE = /design/flow/constraint.sdc
export NUM_CORES = 4
export LEC_CHECK = 1
export CORE_AREA = 10 10 100 100
export DIE_AREA = 0 0 110 110
==> flow/constraint.sdc <==
current_design UART_rx

set clk_period 1.9
set clk_io_pct 0.2

create_clock -name clk0 -period $clk_period [get_ports {sampleClk}]

set non_clock_inputs [all_inputs -no_clocks]
set_input_delay [expr $clk_period * $clk_io_pct] -clock clk0 $non_clock_inputs
set_output_delay [expr $clk_period * $clk_io_pct] -clock clk0 [all_outputs]
==> flow_summary.toml <==
# synthesis and place-and-route metrics
[logic_synthesis]
yosysCellCount = 137
area_leaders = "dfxtp_1 42%, mux2i_1 13%, nor2_1 4.8%, ha_1 2.8%, a21oi_1 2.6%"
top_area_cell = "dfxtp_1"
ys_types = 42
syn_inst = 137
ys_seq_share_pct = 42.14
avgSynthCellArea_um2 = 9.708
synth-async-reset-ratio_pct = 0
synth_area_um2 = 1330
ys_ff = 28
synth_top_flop_cell = "dfxtp_1"
ys_area_um2 = 1330
edf_count = 0
top_area_share_pct = 42.14
synth.yosys.warnings = 2

[run_status]
status = "completed"

[power_and_ir_drop]
p_switching_uw = 213.5
pwr-share-seq_pct = 53.6
powerDensity_nw_per_um2 = 618.4
p_int_uw = 892.9
clkPwrFrac_pct = 42.5
leakage_nw = 0.8079
combPwrFrac_pct = 3.9
switching_share_pct = 19.29
vdd_ir_drop_max_mv = 0.4408

[cts]
cts_sinks = 28
cts_buffers = 3
cts_buffer_depth = 2
cts_tree = "done"
root_buffer = "clkbuf_8"
clk_pin_slew_ns = 0.10
htreeDepth = 1
clkLatencyLatePin_ns = 0.27

[worst_setup_path]
criticalPathCategory = "flip-flop to output port"
critPathMaxFanout = 3
r2r_setup_slack_ns = 0.32
worstPathArrival_ns = 1.48
end_kind = "output port"
r2r-start = "rxDatapathUnit.bitCounter[1]"
slowest_delay_ns = 0.33
critical_path_required_ns = 1.52
start_kind = "flip-flop"
timing.rr.end = "rxDatapathUnit.rxShiftReg[6]"
r2r.worst_path.cells = 7
path_cells = "inv_2 > ha_4 > and4bb_2 > nand3_4 > buf_6 > nor3_2 > buf_2"
cp_slowest_cell = "dfxtp_2"

[place]
dp_slack_ns = -0.06125
gp_congestion = 0.7985
port_buffers = 14
dp.cells = 262
dp_hpwl_um = 2023
placed_area_um2 = 1660

[timing]
fmax_mhz = 536.3
timing.final.crit_share_pct = 98.15
period_needed_ns = 1.865
rsz0062_at_grt = "true"
worst_slew_pin_slew_ns = 0.2869
fin_skew_ns = 0.002330
layout_setup_ws_ns = 0.03520
finalSetupViolations = 0
report.final.slew_viol_count = 0
hold_viol_final = 0
max_slew_margin_pct = 80.77

[job]
warning_count = 28
maxCapViolCount = 0

[route]
routed_wl_um = 2900
drtIter0Drc = 50
avgRoutedWirePerCell_um = 10.74
drc = 0
antenna_cells = 0
dr.pass1.iters = 4
routed-via-count = 1058
vias_per_cell = 3.919
drtAntennaViolNets = 0

[hold_path]
hp-start = "rxControlUnit.current[0]"
hold_depth = 2
min_path_type = "flip-flop to flip-flop"
whs_endpoint = "rxControlUnit.current[2]"

[final_layout]
syn_to_final_growth_pct = 34.53
drive_above_1_share_pct = 26.79
final_core_util_pct = 22.92
layoutNonFillerInstCount = 270
fin_area_um2 = 1789

[die]
die-height_um = 110
num_rows = 32
io_pins = 15
chip_area_um2 = 12100
fp-utilization_pct = 17.04
core_area_um2 = 7807
die_w_um = 110

[global_routing]
grt_overflow = 0
grt_pass1_wl_um = 5016
grtUsageTotal_pct = 4.986
grt_pass1_vias = 1035
grt_max_degree = 17
antenna_found_initial = 0
==> cells in the mapped netlist, drive strengths merged, types with 4 or more instances <==
cell and instances:
inv 5, nand4 4, o21ai 5, buf 6, nand2 5, mux2i 17, dfxtp 28, nor2b 4
nand3 7, a21oi 8, nor2 17
==> power by group through the flow <==
| stage | clock, mW | sequential [mW] | combinational (mW) |
|---|---|---|---|
| CTS | 0.487 | 0.593 | 0.0433 |
| global route | 0.513 | 0.594 | 0.0474 |
| finish | 0.470 | 0.593 | 0.0432 |
==> layout by cell type, fill, tap and decap left out, types with 2 or more instances in the layout <==
cell type         n
a21oi_1           7
and2_1            2
and3_1            3
buf_4            20
clkbuf_8          3
clkdlybuf4s50_1  11
dfxtp_1          26
dfxtp_2           2
ha_1              2
inv_1             2
inv_2             3
mux2i_1          17
nand2_1           4
nand3_1           5
nand4_1           3
nor2_1           17
nor2b_1           3
nor3_2            2
nor3b_1           2
o21ai_0           4
xnor2_1           2
==> flip-flops by register name (all words and copies together), names as in the netlist <==
signal / flops
rxDatapathUnit.rxDatareg: 8
rxDatapathUnit.rxShiftReg: 8
rxDatapathUnit.bitCounter: 5
rxDatapathUnit.sampleCounter: 4
rxControlUnit.current: 3
==> per-layer routing <==
metal	vias to the layer above	GRT usage, %	wire, µm
li1	546	-	-
met2	18	7.875	1301
met3	0	1.704	168
met4	0	0.3717	0
met5	-	0	0
met1	494	6.763	1429
==> timing repair <==
action,4_1_cts,5_1_grt
endpoints found under the setup margin,3,2
gates resized,16,2
pin swaps,3,1
buffers inserted,2,2
hold buffers,0,0
==> logic make-up after synthesis <==
| group | share of synthesized area (%) |
|---|---|
| xor gates and xnor gates | 1.317 |
| DFF | 42.15 |
| muxes | 13.64 |
| adders and majority gates | 2.823 |
| AOI/OAI and AO/OA | 9.031 |
| and+or+nand+nor | 24.74 |
| buffers and inverters | 6.301 |
==> critical path, delay by kind of cell (launching register included) <==
family,cells,cell delay [ns]
DFF,1,0.33
adders and majority gates,1,0.12
and+or+nand+nor,3,0.45
buffers and inverters,3,0.30
==> worst max-delay path by stage <==
stage                    to  depth (start not counted)                         start  slack (ns)
after CTS             error                          7  rxDatapathUnit.bitCounter[1]       -0.03
after global routing  error                          7  rxDatapathUnit.bitCounter[0]       -0.06
final                 error                          7  rxDatapathUnit.bitCounter[1]        0.04
==> through the flow <==
stage / hold WS, ns / total power, mW / setup TNS (ns)
after global routing: 0.5397 / 1.155 / -0.06290
after global placement: 0.4723 / 0.6491 / -0.1514
after detailed placement: 0.4752 / 0.6492 / -0.1929
after CTS: 0.4909 / 1.123 / -0.02702
after floorplan: 0.4402 / 0.6252 / 0
final: 0.4891 / 1.106 / 0
==> area by class of cell <==
| class | count | area [µm²] |
|---|---|---|
| clock inverter | 1 | 30.03 |
| inverter | 5 | 18.77 |
| tap | 102 | 127.6 |
| sequential | 28 | 563.0 |
| multi-input combinational | 96 | 718.2 |
| timing repair buffer | 35 | 290.3 |
| fill | 833 | 6018 |
| clock buffer | 3 | 41.29 |
No activity file was given, so power comes from the tool's default toggle rates.
