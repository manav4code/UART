[/design/flow/config.mk]
export PLATFORM = sky130hd
export DESIGN_NAME = txController
export DESIGN_NICKNAME = txController
export VERILOG_FILES = /design/flow/design.v
export SDC_FILE = /design/flow/constraint.sdc
export NUM_CORES = 4
export LEC_CHECK = 1
export CORE_AREA = 10 10 70 70
export DIE_AREA = 0 0 80 80
[/design/flow/constraint.sdc]
current_design txController

set clk_period 1.3
set clk_io_pct 0.2

create_clock -name clk0 -period $clk_period [get_ports {clk}]

set non_clock_inputs [all_inputs -no_clocks]
set_input_delay [expr $clk_period * $clk_io_pct] -clock clk0 $non_clock_inputs
set_output_delay [expr $clk_period * $clk_io_pct] -clock clk0 [all_outputs]
[/design/flow/design.v]
module txController #(
    parameter stateCount = 3,
              idle = 3'b001,
              waiting = 3'b010,
              sending = 3'b100
)(
    input byteReady,             
    input transmitByte,          
    input clk,                  
    input bitCountMax,              
    input rst_b,                 
    input loadDataReg,           
    output reg clear,                
    output reg shift,                
    output reg start,               
    output reg loadShiftReg,        
    output reg sigLoadDataReg       
);
reg [stateCount-1:0] currentState, nextState;
always @(currentState, loadDataReg, byteReady, transmitByte, bitCountMax) begin : control_logic
    sigLoadDataReg = 0;
    loadShiftReg = 0;
    start = 0;
    shift = 0;
    clear = 0;
    nextState = idle;
    case (currentState)
        idle :  
            if(loadDataReg) begin
                sigLoadDataReg = 1'b1;
                nextState = idle;
            end 
            else if(byteReady) begin
                loadShiftReg = 1'b1;
                nextState = waiting;
            end
        waiting: 
            if(transmitByte == 1'b1) begin
                start = 1;
                nextState = sending;
            end
            else nextState = waiting;
        sending: 
            if(bitCountMax == 1'b1)begin
                shift = 1;
                nextState = sending;
            end
            else begin
                clear = 1;
                nextState = idle;
            end
        default: nextState = idle; 
    endcase
end
always @(posedge clk, negedge rst_b) begin : state_transition
    if(rst_b == 1'b0) currentState <= idle;
    else currentState <= nextState;
end
endmodule
[/design/flow/run.sh]
#!/bin/bash
# OpenROAD 26Q1-2900-gdf79404cd8, Yosys 0.63+post, stock flow scripts
make -C /OpenROAD-flow-scripts/flow DESIGN_CONFIG=/design/flow/config.mk WORK_HOME=/design/flow/orfs finish
==> results.txt <==
Notes on the flow outputs.

- The run finished with clean final reports.
- The number of antenna violations at the first check in global routing is 1.
- After detailed placement, the design holds a cell count of about 70.
- The transition time of the tightest slew-check pin reads roughly 140 ps.
- According to the timing report, the critical path is captured at loadShiftReg.
- The global routing report lists met2 layer usage as about 1.6%.
- The area inside the core boundary is around 3400 um^2.
- Synthesis produced a netlist whose cell count is 13.
- The met3 usage in global routing is under 10%.
- For this run the detailed placement stage logged an HPWL of 459.9 um.
- Synthesis instantiated 9 different standard cells from the library.
- Of all cell types, the one taking the most synthesized area is sky130_fd_sc_hd__dfrtp_1.
- The summed instance area of the synthesized netlist reads about 140 um^2.
- Summing over the stages, the warning tally comes to 26.
- The area growth from synthesis to final layout is 146.9%.
- The timing report gives the worst reg2reg path a setup slack of 280 ps.
- The clock root buffer is sky130_fd_sc_hd__clkbuf_4.
- The floorplan die height reads 80 um.
- The time the worst path needs with I/O delays and setup reads ~1300 ps.
- The skew report gives the latency at the later pin of the worst-skew pair as approximately 230 ps.
- Setup repair after global routing could not meet its margin everywhere.
- The slew check shows that the tightest pin keeps a relative margin of 90.77%.
- The filler cell count is ~410.
- Counting pins that exceed their max-slew limit in the final report gives 0.
- The last timing report of the flow puts the setup violation total at 0.
- The overall overflow remaining after global route is 0.
- By area the synthesized netlist is led by sky130_fd_sc_hd__dfrtp_1, sky130_fd_sc_hd__dfstp_2, sky130_fd_sc_hd__and2_1.
- At the end of routability-driven placement, the weighted congestion stood at between 0.7 and 0.8.
- The top-level port count reads 11.
- The tally of max-capacitance violations reads 0.
- The arrival time of the worst setup path is between 1000 and 1500 ps.
- The global-route track usage on met1 is between 1.5 and 2%.
- The register clock-pin slew on the reported worst setup and hold paths reads approximately 40 ps.
- The synthesis-stage register bit count is 3.
- The detailed-route wire length per cell is roughly 7.3 um.
- The endpoint of the worst register-to-register path reads currentState[2].
- The yosys synthesis chip area is about 140 um^2.
- Before antenna repair, the detailed router went through 2 iterations.
- Yosys stat counts 13 cells in the synthesized netlist.
- The TritonCTS clock tree reads yes.
- The depth of the CTS H-tree is 1.
- The worst endpoint required time is 1040 ps.
- Warnings reported by Yosys during synthesis add up to 1.
- The number of buffers between clock root and the deepest sink is 2.
- The power density relative to cell area is a little under 800 nW/um^2.
- The global-route wire length before repair reads slightly below 900 um.
- The detail route stage leaves a number of antenna-violating nets equal to 0.
- The combined area of the multi-input logic cells is approximately 74 um^2.
- The number of clock sinks reads 3.
- The largest driver fanout on the critical path is 3.
- Once the floorplan was initialized, standard cells occupied around 4.1% of the core.
- The fraction of layout instances using a drive strength above 1 is between 40% and 50%.
- The via count of the first global-routing pass reads approximately 170.
- The die is 80 um wide.
- The post-placement setup slack reads -357.5 ps.
- The total global routing track utilization reads 1.901%.
- The leakage component of the power reads around 0.18 nW.
- Across the VDD grid, the largest voltage drop is between 100 and 150 uV.
- The synthesized area per cell is 10.88 um^2.
- The number of cell instances on the worst register-to-register path reads 4.
- The cell row count reads 21.
- The count of placed standard cells in the final layout, fillers left out reads 77.
- The clock arrives with roughly 0.56 ps of skew.
- Per the TritonCTS log, the buffer count is 3.
- The path category of the worst min-delay check is in -> async.
- In this run the worst setup path begins at currentState[0].
- STA classifies the critical path endpoint as an output pin.
- Looking at the global route congestion table, the highest-usage layer is met3.
- Derived from the worst setup path, the maximum achievable clock frequency is between 700 and 800 MHz.
- The number of vias after detailed routing is approximately 150.
- The classification of the worst setup path is reg -> out.
- The floorplan step defined a die boundary enclosing about 6400 um^2.
- The register with the most flip-flops in the final layout is currentState.
- The register with the most flip-flops in the layout has 3 of them.
- The detailed-route vias per instance is 1.974.
- The total routed wirelength is 560 um.
- The setup slack of the critical path after layout is 20.17 ps.
- STA classifies the critical path startpoint as a flip-flop.
- The DRC violations left is 0.
- The sequential cells in the finished layout cover a total of between 70 and 80 um^2.
- In the final report, the number of hold violations comes to 0.
- The iteration-0 DRC count of the detailed router is 1.
- The number of hold buffers added after CTS reads 0.
- The post-layout utilization of the core reads between 10% and 20%.
- The portion of the post-synthesis area used by sequential elements is a little over half.
- The largest registers in the layout are currentState x3.
- The area fraction of the dominant cell type after synthesis reads a little over a third.
- Entering global routing, the biggest net connects 4 pins.
- After layout, the worst path uses 98.45% of the clock period.
- In this run the critical register-to-register path is launched from currentState[0].
- The placement report lists the number of port buffers as 10.
==> synthesized netlist by cell type <==
| cell type | instances |
|---|---|
| sky130_fd_sc_hd__and2_1 | 3 |
| sky130_fd_sc_hd__a21o_1 | 2 |
| sky130_fd_sc_hd__dfrtp_1 | 2 |
| sky130_fd_sc_hd__and3b_1 | 1 |
| sky130_fd_sc_hd__dfstp_2 | 1 |
| sky130_fd_sc_hd__inv_1 | 1 |
| sky130_fd_sc_hd__nand2b_1 | 1 |
| sky130_fd_sc_hd__nor2b_1 | 1 |
| sky130_fd_sc_hd__or2_1 | 1 |
==> routing by layer <==
metal / part of all wire, % / up-vias
met3: 35 / 0
met4: 0 / 0
met2: 26 / 10
li1: - / 78
met5: 0 / -
met1: 38 / 64
==> critical path, stage by stage (launching register included) <==
cell	delay, ps
sky130_fd_sc_hd__dfstp_2	520
sky130_fd_sc_hd__and3b_1	170
sky130_fd_sc_hd__buf_2	100
==> layout make-up <==
type,count,share of cell area (%)
inverter,1,1.075
antenna,1,0.7168
multi-input combinational,9,21.15
clock buffer,4,7.527
timing repair buffer,13,31.18
tap,46,16.49
sequential,3,21.86
==> kinds of logic after synthesis <==
kind of cell	after synthesis	synth area share, %
DFF	3	53.99
buffers and inverters	1	2.652
AOI/OAI and AO/OA	2	10.62
and+or+nand+nor	7	32.75
==> power by group <==
group	switching (mW)	internal (mW)
Clock	0.0441	0.115
Combinational	0.00652	0.0112
Sequential	0	0.0941
==> cells in the final DEF, fill, tap and decap left out, types with 2 or more instances in the layout <==
cell type,synthesis,routed
sky130_fd_sc_hd__clkbuf_4,0,3
sky130_fd_sc_hd__buf_4,0,3
sky130_fd_sc_hd__dlygate4sd2_1,0,4
sky130_fd_sc_hd__buf_2,0,2
sky130_fd_sc_hd__and2_4,0,2
sky130_fd_sc_hd__clkdlybuf4s50_1,0,2
sky130_fd_sc_hd__dfrtp_1,2,2
sky130_fd_sc_hd__a21o_1,2,2
==> stage by stage <==
stage / TNS [ps] / hold slack, ps / power (mW) / area (um^2)
floorplan: 0 / -35.59 / 0.09716 / 141.4
global placement: -1639 / 450.4 / 0.1147 / 306.5
detailed placement: -1644 / 451.3 / 0.1150 / 306.5
CTS: 0 / 202.5 / 0.2814 / 337.8
global route: -37.05 / 201.6 / 0.2968 / 349.1
finish: 0 / 211.5 / 0.2706 / 349.1
==> how the worst min path moves through the flow <==
stage,startpoint,endpoint,depth (start not counted)
after CTS,rst_b,currentState[1],1
after global routing,rst_b,currentState[2],1
final,rst_b,currentState[1],1
==> what timing repair did <==
item,4_1_cts,5_1_grt
endpoints found under the setup margin,5,2
setup buffers,2,0
pin swaps,1,0
resized,16,3
Power figures rest on the tool's default switching activity, not on a simulated workload.
