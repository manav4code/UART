### flow/constraint.sdc
current_design txDatapath

set clk_period 1.7
set clk_io_pct 0.2

create_clock -name clk0 -period $clk_period [get_ports {clk}]

set non_clock_inputs [all_inputs -no_clocks]
set_input_delay [expr $clk_period * $clk_io_pct] -clock clk0 $non_clock_inputs
set_output_delay [expr $clk_period * $clk_io_pct] -clock clk0 [all_outputs]
### flow/run.sh
#!/bin/bash
# OpenROAD 26Q1-2900-gdf79404cd8, Yosys 0.63+post, stock flow scripts
make -C /OpenROAD-flow-scripts/flow DESIGN_CONFIG=/design/flow/config.mk WORK_HOME=/design/flow/orfs finish
### flow/config.mk
export PLATFORM = sky130hd
export DESIGN_NAME = txDatapath
export DESIGN_NICKNAME = txDatapath
export VERILOG_FILES = /design/flow/design.v
export SDC_FILE = /design/flow/constraint.sdc
export NUM_CORES = 4
export LEC_CHECK = 1
export CORE_AREA = 10 10 88 88
export DIE_AREA = 0 0 98 98
### flow/design.v
module txDatapath #(
    parameter wordSize = 8,
               sizeBitCount = 3,
               loadOnes = {(wordSize + 1){1'b1}}
) (
    output serialOut,
           bitCounterMax,
    input [wordSize - 1 : 0] dataBus,
    input                    sigLoadDataReg,
                             loadShiftReg,
                             clear,
                             start,
                             shift,
                             clk,
                             rst_b
);
    reg [wordSize - 1 : 0]  dataReg;
    reg [wordSize : 0]      shiftReg;
    reg [sizeBitCount : 0]  bitCounter;
    assign serialOut = (shift) ? shiftReg[0] : 1'bz;
    assign bitCounterMax = (bitCounter < wordSize + 1) ? 1'b1 : 1'b0;
    always @(posedge clk, negedge rst_b) begin
        if(rst_b == 1'b0)begin
            shiftReg <= loadOnes;
            bitCounter <= 0;
        end
        else begin : transfer_operation
            if(sigLoadDataReg == 1'b1) dataReg <= dataBus;       
            if(loadShiftReg == 1'b1) shiftReg <= {dataReg,1'b1};
            if(start == 1'b1) shiftReg[0] <= 0;
            if(clear == 1'b1) bitCounter <=0;
            if(shift == 1'b1) begin
                shiftReg <= {1'b1,shiftReg[wordSize:1]};
                bitCounter <= bitCounter+1;
            end
        end
    end
endmodule
==> flow_summary.ini <==
; synthesis and place-and-route metrics
[outcome]
outcome = finished clean

[placed_design]
placed_cell_area_mm2 = 0.00116
portBuffers = 16
gp_congestion = 0.745
dp_hpwl_um = 1260
dp_cells = 160
dpl_worst_slack_ns = 0.111

[cts]
clkSinkCount = 21
cts_made_buffers = 3
cts.clk_slew.worst_paths_ns = 0.07
hold_buffers = 0
cts_tree = built
cts_root_buf = clkbuf_8
htree_levels = 1
clock_latency_ns = 0.26
clockBufferDepth = 2

[power]
p_total_mw = 1.12
p_leak_nw = 0.476
ir_drop_mv = 0.407
power.density_mw_per_mm2 = 925

[timing]
fin_crit_ns = 1.59
worst_slew_pin_slew_ns = 0.259
slew_headroom = 0.827
finalSetupTns_ns = 0
finClkSkew_ns = 0.00520
setup_slack_ns = 0.112
finalMaxSlewViolations = 0
fmax_mhz = 630
fin_crit_sh = 0.934
grt_setup_unrepaired = false
hold_viol = 0
setup_viol = 0
hold_slack_ns = 0.460

[worst_hold_path]
min_path_type = input port to async pin

[critical_path]
startpoint_type = flop
path_cells = clkdlybuf4s50_1
cp_slowest_stage_delay_ns = 0.53
crit_fanout = 2
r2r_start = bitCounter[0]$_DFFE_PN0P_
required_ns = 1.36
path_buffers = 1
crit_type = flop to primary output
cp-startpoint = shiftReg[0]$_DFFE_PN1P_
cp_slowest_cell = dfstp_2
arrival_ns = 1.25
path_delay_family = flip-flops
end_kind = primary output

[die]
io_pins = 17
die_w_um = 98
die_h_um = 98
fp_util = 0.150
die_area_mm2 = 0.00960
rows = 28
core_mm2 = 0.00592

[drt]
first_pass_iters = 2
num_antenna_cells = 0
drc = 0
drtIter0Drc = 11
post_drt_wl_per_cell_um = 9.81
ant_nets = 0
viasPerCell = 3.35
vias = 553
wirelength_um = 1620

[yosys]
ys.warnings.count = 2
syn_inst = 67
numSynthFlops = 21
yosysCellCount = 67
ys_chip_area_um2 = 888
ff_type = dfstp_2
synth_area_um2 = 888
synth_cell_type_count = 23
synthArstFlopShare = 0.619
synth_seq_share = 0.649
edf_count = 8
syn-mean-instance-area_um2 = 13.3

[run]
tool_warnings = 26
drv_cap = 0

[final_layout]
fin_util = 0.204
area_growth_syn_to_layout_pct = 36.1
finalNonFillerCells = 165
drive_gt1_frac = 0.267
design_area_mm2 = 0.00121

[global_route]
grt_pass1_wl_um = 2770
grt_max_degree = 19
gr-total-overflow = 0
grt.total_usage = 0.0343
antenna_found_initial = 0
grt_pass1_vias = 550
## cell usage after synthesis, drive strengths merged, types with 2 or more instances
cell type / count / share of area
mux2i: 7 / 0.079
edfxtp: 8 / 0.27
o21ai: 9 / 0.051
nor2: 2 / 0.0085
ha: 2 / 0.028
dfrtp: 4 / 0.11
nand2: 9 / 0.038
inv: 3 / 0.013
buf: 3 / 0.027
dfstp: 9 / 0.27
o31ai: 2 / 0.028
## metal layers
metal | wire length [µm] | vias to the layer above | GRT usage | part of all wire
met5 | 0 | - | 0 | 0
met4 | 0 | 0 | 0.00224 | 0
met3 | 99 | 0 | 0.0156 | 0.061
met2 | 657 | 14 | 0.0497 | 0.41
met1 | 862 | 256 | 0.0478 | 0.53
li1 | - | 283 | - | -
## what timing repair did
action,CTS,global route
setup endpoints to repair,1,0
setup buffers,1,0
gates resized,2,0
## power breakdown
| part | internal [mW] | leakage (nW) | total [mW] | switching, mW |
|---|---|---|---|---|
| Sequential | 0.601 | 0.222 | 0.630 | 0.0289 |
| Combinational | 0.0970 | 0.228 | 0.169 | 0.0720 |
| Clock | 0.163 | 0.0255 | 0.319 | 0.156 |
| Total | 0.861 | 0.476 | 1.12 | 0.257 |
## placed cells by master (no fill, tap or decap)
master / netlist / routed
o21ai_1: 7 / 7
nor2_1: 2 / 2
edfxtp_1: 8 / 8
buf_4: 1 / 6
o31ai_2: 2 / 2
clkbuf_8: 0 / 3
xor2_1: 1 / 1
nand2_1: 9 / 9
inv_1: 3 / 2
nand4_1: 1 / 1
ha_1: 2 / 2
dlygate4sd2_1: 0 / 1
mux2_2: 1 / 1
dfstp_2: 9 / 9
clkdlybuf4s50_1: 0 / 15
clkinv_2: 0 / 1
a22o_1: 1 / 1
mux2i_1: 7 / 7
a211o_1: 1 / 1
nand3_1: 1 / 1
and2_1: 1 / 1
dfrtp_1: 4 / 4
o21ai_0: 2 / 2
inv_2: 0 / 1
nand2b_1: 1 / 1
nor2b_2: 1 / 1
## sequential cells by signal, summed over array words and instances, names as in the netlist
signal      flops
dataReg         8
bitCounter      4
shiftReg        9
## final cells by class
type	instances	area (µm²)
fillers	638	4710
flip-flops and latches	21	577
multi-input cells	40	277
repair buffers	22	204
well taps	75	93.8
clock buffers	3	41.3
inverters	3	11.3
clock inverters	1	5.00
## path summary, 6_finish.rpt
check,endpoint,slack [ns],depth (start not counted)
setup reg to reg,bitCounter[2]$_DFFE_PN0P_,0.54,4
hold / removal,bitCounter[0]$_DFFE_PN0P_,0.46,2
hold reg to reg,shiftReg[8]$_DFFE_PN1P_,0.47,1
max in group asynchronous,shiftReg[2]$_DFFE_PN1P_,1.01,2
setup / recovery,serialOut,0.11,1
min in group clk0,shiftReg[8]$_DFFE_PN1P_,0.47,1
## cell families after synthesis
logic type / count (synthesis) / synth area share
mux: 8 / 0.0916
fa+ha+maj: 2 / 0.0282
simple gates: 16 / 0.0831
flops: 21 / 0.649
compound gates: 13 / 0.0986
buf+inv: 6 / 0.0394
xor+xnor: 1 / 0.00986
Power figures rest on the tool's default switching activity, not on a simulated workload.
